[/design/flow/config.mk]
export PLATFORM = sky130hd
export DESIGN_NAME = IFU
export DESIGN_NICKNAME = IFU
export VERILOG_FILES = /design/flow/design.v
export SDC_FILE = /design/flow/constraint.sdc
export NUM_CORES = 4
export LEC_CHECK = 1
export CORE_AREA = 10 10 70 70
export DIE_AREA = 0 0 80 80
[/design/flow/constraint.sdc]
current_design IFU

set clk_period 1.7
set clk_io_pct 0.2

create_clock -name clk0 -period $clk_period [get_ports {clock}]
create_clock -name clk1 -period $clk_period [get_ports {reset}]

set non_clock_inputs [all_inputs -no_clocks]
set_input_delay [expr $clk_period * $clk_io_pct] -clock clk0 $non_clock_inputs
set_output_delay [expr $clk_period * $clk_io_pct] -clock clk0 [all_outputs]
[/design/flow/design.v]
module INST_MEM(
    input [3:0] PC,      
    input reset,
    output reg [3:0] Instruction_Code  
);
    reg [3:0] Memory [15:0];
    always @(*) begin
        Instruction_Code = Memory[PC];  
    end
    always @(posedge reset) begin
        if (reset) begin
            Memory[0]  = 4'b0001;  
            Memory[1]  = 4'b0010;  
            Memory[2]  = 4'b0100;  
            Memory[3]  = 4'b0110;  
            Memory[4]  = 4'b1000;  
            Memory[5]  = 4'b1010;  
            Memory[6]  = 4'b1100;  
            Memory[7]  = 4'b1111; 
        end
    end
endmodule
module IFU(
    input clock, reset,
    output [3:0] Instruction_Code  
);
reg [3:0] PC = 4'b0000;  
INST_MEM instr_mem(PC, reset, Instruction_Code);
always @(posedge clock or posedge reset)
begin
    if (reset)  
        PC <= 4'b0000;   
    else
        PC <= PC + 1;   
end
endmodule
[/design/flow/run.sh]
#!/bin/bash
# OpenROAD 26Q1-2900-gdf79404cd8, Yosys 0.63+post, stock flow scripts
make -C /OpenROAD-flow-scripts/flow DESIGN_CONFIG=/design/flow/config.mk WORK_HOME=/design/flow/orfs finish
==> results_dict.tcl <==
# metrics dict for downstream scripts
set metrics [dict create \
    status "finished with violations" \
    violations "negative setup slack" \
    p_leak_nw 0.3040 \
    routed_wl_um 790 \
    yosysChipArea_sq_um 236.5 \
    routed-via-count 292 \
    final.setup.tns_ns -0.2890 \
    grt.total_usage_pct 2.668 \
    rsz0062_at_grt "yes" \
    gr-total-overflow 0 \
    die_w_um 80 \
    area_growth_syn_to_layout_pct 157.1 \
    comb_area_sq_um 215.2 \
    syn-cell-area_sq_um 236.5 \
    drc_errors 0 \
    place_congestion 0.6628 \
    ys_sh_aoi_pct 10.05 \
    setup_slack_ns -0.1175 \
    gr-usage-met3_pct 3.295 \
    ys_sh_simple_pct 14.29 \
    xor_share_pct 7.407 \
    synth-edff-count 0 \
    setup_viol 3 \
    cp_slowest_cell "dfrtp_1" \
    hold_viol_final 0 \
    end_kind "output port" \
    cp.arrival_ns 1.48 \
    grt_first_pass_wirelength_um 1304 \
    top_regs "PC x4" \
    yosys.stat.seqShare_pct 42.33 \
    grt_max_degree 6 \
    synthCells 22 \
    busiest_layer "met3" \
    yosys_warnings 35 \
    drive_gt1_share_pct 70.59 \
    grt_antenna_before_repair 0 \
    mux_area_share_pct 0 \
    clk_pin_slew_ns 0.04 \
    top_cell_area_share_pct 42.33 \
    viasPerCell 3.010 \
    fin_skew_ns 0.004173 \
    flop_cell "dfrtp_1" \
    die_h_um 80 \
    hp-class "reg -> reg" \
    synth-adder-area-share_pct 21.16 \
    synth_cell_type_count 11 \
    common_cells "dfrtp_1 (4), ha_1 (4), nor2_1 (4)" \
    grt_pass1_vias 349 \
    portBuffers 4 \
    cp_max_fo 4 \
    fill_cells 370 \
    cp-start-kind "flip-flop" \
    topCellsByArea "dfrtp_1 (42%), ha_1 (21%), a2111oi_2 (6.3%)" \
    yosys-stat-cells 22 \
    async_flop_share_pct 100.0 \
    cts_tree "built" \
    top_register "PC" \
    largest_reg_flops 4 \
    io_pins 6 \
    critPathKind "reg -> out" \
    largest_area_cell "dfrtp_1" \
    dpl.hpwl_um 395.5 \
    path_cells "buf_6 -> ha_4 -> buf_6 -> a2111oi_4 -> a211o_1 -> buf_2" \
    slew_headroom_pct 83.86 \
    power.density_nw_per_um2 628.1 \
    dieArea_sq_um 6400 \
    antennaDiodeCount 0 \
    worstMarginPinSlew_ns 0.2422 \
    fp_util_pct 6.923 \
    cpMostUsedCell "buf_6" \
    dr.first_iter.drc_count 15 \
    drv_slew 0 \
    drt-wirelength-per-cell_um 8.144 \
    cts-hold-fix-buffers 0 \
    core-area_sq_um 3416 \
    critPathRequiredTime_ns 1.36 \
    syn_avg_cell_area_sq_um 10.75 \
    r2r_start "PC[0]$_DFF_PP0_" \
    slowest_delay_ns 0.41 \
    ys.flops 4 \
    first_pass_iters 2 \
    ant_nets 0 \
    met2_usage_pct 3.130 \
    warnings 35 \
    regArea_sq_um 101.3 \
    finish.utilization_pct 17.80 \
    peakVddDrop_uv 191.0 \
    grt_use_met1_pct 2.138 \
    cap_violations 0 \
    topCombFamilyByArea "adder cells" \
    fp-row-count 21 \
    crit_path_start "PC[0]$_DFF_PP0_" \
    holdCritStartpoint "PC[3]$_DFF_PP0_" \
]
-- cell usage in the layout (no fill, tap or decap) --
master	n
buf_4	10
clkbuf_4	6
buf_6	6
inv_1	4
ha_4	4
dfrtp_1	3
nor2_1	3
buf_2	3
inv_2	2
dfrtp_2	1
nor4_4	1
nor3b_2	1
nor2_4	1
nand3_1	1
xnor2_1	1
xor2_1	1
a2111oi_4	1
a211o_1	1
dlygate4sd2_1	1
-- worst paths after layout --
check	endpoint	slack, ns	cells past startpoint
worst max-delay path	Instruction_Code[0]	-0.12	6
max in group asynchronous	PC[1]$_DFF_PP0_	0.99	3
min in group asynchronous	PC[2]$_DFF_PP0_	0.60	3
worst min-delay path	PC[3]$_DFF_PP0_	0.59	1
worst max register to register	PC[2]$_DFF_PP0_	0.49	5
worst min register to register	PC[3]$_DFF_PP0_	0.59	1
-- report_power, final --
| part | switching (mW) | leakage [nW] | internal, mW |
|---|---|---|---|
| registers | 0 | 0.0542 | 0.0940 |
| logic | 0 | 0.201 | 0 |
| clock network | 0.116 | 0.0489 | 0.172 |
| total | 0.116 | 0.304 | 0.266 |
-- critical path, delay by kind of cell (launching register included) --
family	cells	cell delay, ns
buffers and inverters	3	0.35
AND-OR/OR-AND	2	0.32
adder cells (fa/ha/maj)	1	0.17
flip-flops	1	0.41
-- layout make-up --
type	count	share of cell area, %
Clock buffer	6	7.407
Clock inverter	4	2.469
Inverter	2	1.235
Multi-Input combinational cell	15	35.39
Sequential cell	4	16.67
Tap cell	46	9.465
Timing Repair Buffer	20	27.37
-- logic make-up (layout without fill, tap and decap cells) --
group,count (synthesis),in the layout
buffers and inverters,3,32
and+or+nand+nor,7,7
AOI/OAI and AO/OA,2,2
adders and majority gates,4,4
xor gates and xnor gates,2,2
DFF,4,4
-- per-layer routing --
metal / routed length (um) / up-vias
li1: - / 135
met1: 289 / 131
met2: 326 / 17
met3: 120 / 9
met4: 53 / 0
met5: 0 / -
-- through the flow --
stage	setup slack (ns)	hold slack [ns]	area, sq um	total power, mW	std cells
finish	-0.1175	0.5911	608.1	0.3820	97
global route	-0.2020	0.5939	608.1	0.4368	97
CTS	-0.1031	0.5680	581.8	0.3934	96
detailed placement	-0.2646	0.5599	386.6	0.1274	79
global placement	-0.2489	0.5438	386.6	0.1274	79
floorplan	0.2593	0.4883	236.5	0.1274	22
-- what timing repair did --
action / 4_1_cts / 5_1_grt
buffers inserted: 8 / 1
pin swaps: 7 / 0
resized: 30 / 3
setup endpoints to repair: 4 / 4
Power is estimated from default activity; no workload was simulated.
