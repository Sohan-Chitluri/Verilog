`flow/design.v`:
```
module PasswordLock(
    input clk,
    input rst,
    input [15:0] password_input, 
    input enter,
    input reset_pwd,
    output reg locked
);
    reg [15:0] stored_password = 16'd1234;  
    reg [1:0] attempt_count = 0;           
    reg permanently_locked = 0;            
    always @(posedge clk or posedge rst) begin
    if (rst) begin
        attempt_count <= 0;
        locked <= 1;
        permanently_locked <= 0;
        stored_password <= 16'd1234;
    end else if (!permanently_locked) begin
        if (reset_pwd && !locked) begin
            stored_password <= password_input;
            locked <= 1;  
            attempt_count <= 0;
        end else if (enter && locked) begin
            if (password_input == stored_password) begin
                locked <= 0;   
                attempt_count <= 0;
            end else begin
                attempt_count <= attempt_count + 1;
                if (attempt_count >= 2) begin
                    locked <= 1;
                    permanently_locked <= 1;
                end
            end
        end
    end
end
endmodule
```
`flow/run.sh`:
```
#!/bin/bash
# OpenROAD 26Q1-2900-gdf79404cd8, Yosys 0.63+post, stock flow scripts
make -C /OpenROAD-flow-scripts/flow DESIGN_CONFIG=/design/flow/config.mk WORK_HOME=/design/flow/orfs finish
```
`flow/config.mk`:
```
export PLATFORM = sky130hd
export DESIGN_NAME = PasswordLock
export DESIGN_NICKNAME = PasswordLock
export VERILOG_FILES = /design/flow/design.v
export SDC_FILE = /design/flow/constraint.sdc
export NUM_CORES = 4
export LEC_CHECK = 1
export CORE_AREA = 10 10 98 98
export DIE_AREA = 0 0 108 108
```
`flow/constraint.sdc`:
```
current_design PasswordLock

set clk_period 2.5
set clk_io_pct 0.2

create_clock -name clk0 -period $clk_period [get_ports {clk}]

set non_clock_inputs [all_inputs -no_clocks]
set_input_delay [expr $clk_period * $clk_io_pct] -clock clk0 $non_clock_inputs
set_output_delay [expr $clk_period * $clk_io_pct] -clock clk0 [all_outputs]
```
==> flow_metrics.env <==
# flow metrics
export IMPL_syn_inst=76
export IMPL_placed_area_um2=1320
export IMPL_wl_per_cell_um=10.2
export IMPL_gp_routability_congestion=0.764
export IMPL_antenna_found_initial=0
export IMPL_rsz0062_at_grt="false"
export IMPL_preCtsSetupSlack_ns=0.488
export IMPL_ys_warn_count=1
export IMPL_dieArea_um2=11700
export IMPL_yosys_stat_area_um2=1000
export IMPL_post_cts_resized=0
export IMPL_slew_headroom_pct=49.2
export IMPL_synthFlopType="dfrtp_1"
export IMPL_clk_pin_slew_worst_paths_ns=0.08
export IMPL_drc=0
export IMPL_vias=615
export IMPL_numCtsBuffers=3
export IMPL_tightest_slew_ns=0.761
export IMPL_critPathKind="flip-flop to primary output"
export IMPL_synthesis_area_um2=1000
export IMPL_vias_per_cell=3.06
export IMPL_finalSetupViolations=0
export IMPL_leakagePower_nw=0.513
export IMPL_fmax_mhz=562
export IMPL_cp_arrival_ns=1.28
export IMPL_period_used_pct=71.2
export IMPL_end_kind="primary output"
export IMPL_path_buffers=1
export IMPL_ys_seq_share_pct=50.7
export IMPL_hold_viol=0
export IMPL_cap_viol_max_count=0
export IMPL_crit_required_ns=2.00
export IMPL_synth_distinct_cells=18
export IMPL_ant_nets=0
export IMPL_clockRootBuffer="clkbuf_8"
export IMPL_layout_drive_gt1_share_pct=29.3
export IMPL_status="finished, final reports clean"
export IMPL_vdd_drop_max_mv=0.161
export IMPL_path_cells="clkdlybuf4s50_1"
export IMPL_start_kind="flip-flop"
export IMPL_synth_edff_count=0
export IMPL_top_area_cell="dfrtp_1"
export IMPL_yosys_area_top_type_share_pct=35.0
export IMPL_fin_crit_ns=1.78
export IMPL_grt_util_all_layers_pct=3.70
export IMPL_grt_pass1_vias=710
export IMPL_rows=32
export IMPL_insertion_delay_ns=0.26
export IMPL_initial_core_util_pct=13.1
export IMPL_port_buffers=20
export IMPL_cts_setup_buffers=0
export IMPL_coreArea_um2=7650
export IMPL_wl_um=2060
export IMPL_cp_top_family="flip-flops"
export IMPL_timing_final_ws_setup_ns=0.721
export IMPL_die_w_um=108
export IMPL_diodes=0
export IMPL_slowest_stage="dfstp_2"
export IMPL_finalPower_w=0.000756
export IMPL_clock_path_buffers=2
export IMPL_synth_area_per_cell_um2=13.2
export IMPL_num_fill_cells=831
export IMPL_top_cells_by_count="16 x mux2_2, 16 x xnor2_1, 14 x dfrtp_1"
export IMPL_worstPathMaxFanout=4
export IMPL_power_density_nw_per_um2=544
export IMPL_async_flop_share_pct=100
export IMPL_grt_max_degree=21
export IMPL_whs_ns=0.485
export IMPL_hold_buffers=0
export IMPL_numClockSinks=20
export IMPL_critPathMaxStageDelay_ns=0.56
export IMPL_die_h_um=108
export IMPL_drtIter0Drc=27
export IMPL_h_tree_depth=1
export IMPL_cts_tree="built"
export IMPL_final_setup_tns_ns=0
export IMPL_min_path_type="flip-flop to flip-flop"
export IMPL_tool_warnings=25
export IMPL_skew_ns=0.00680
export IMPL_ys_ff=20
export IMPL_area_leaders="dfrtp_1 35%, mux2_2 18%, dfstp_2 16%"
export IMPL_dr_pass1_iters=3
export IMPL_ys_cells=76
export IMPL_dp_hpwl_um=1650
export IMPL_maxSlewViolCount=0
export IMPL_area_growth_pct=38.7
export IMPL_stdcell_area_um2=1390
export IMPL_grt_pass1_wl_um=3420
export IMPL_gr_total_overflow=0
export IMPL_ios=21
==> layout make-up <==
cell class              instances  area (um^2)  area share [%]
well taps                     102          128            9.19
flip-flops and latches         20          508            36.6
clock buffers                   3         41.3            2.97
clock inverters                 1         30.0            2.16
multi-input cells              52          470            33.9
inverters                       3         11.3           0.811
repair buffers                 20          200            14.4
==> power by group <==
group	internal, W	total, W	leakage, nW	switching, W
clock	0.000214	0.000319	0.0357	0.000105
combinational	0.0000557	0.0000875	0.238	0.0000319
sequential	0.000341	0.000350	0.240	0.00000906
==> worst paths after layout <==
kind                       slack, ns               start                   to  depth (start not counted)
min reg2reg                     0.49    attempt_count[0]     attempt_count[0]                          1
min in group asynchronous       0.69                 rst   stored_password[2]                          2
max                             0.72              locked               locked                          1
min                             0.49    attempt_count[0]     attempt_count[0]                          1
max reg2reg                     1.03  stored_password[1]   permanently_locked                          4
max in group asynchronous       1.33                 rst  stored_password[11]                          2
==> kinds of logic (layout without fill, tap and decap cells) <==
group           Yosys count  in the layout  share of synthesized area [%]
flops                    20             20                           50.8
xor+xnor                 16             16                           14.0
mux                      16             16                           18.0
simple gates             13             13                           9.62
compound gates            6              6                           4.13
buf+inv                   4             27                           2.25
fa+ha+maj                 1              1                           1.25
==> state kept, by name, indices dropped and copies added, names as in the netlist <==
| signal | cells |
|---|---|
| attempt_count | 2 |
| permanently_locked | 1 |
| stored_password | 16 |
| locked | 1 |
==> worst reg2reg max path, stage by stage (launching register included) <==
cell and delay [ns]:
dfstp_2 0.54, xnor2_1 0.12, nand4_1 0.17, nor4_4 0.38
o31ai_1 0.14
==> per-layer routing <==
metal | global-route usage [%] | share of wire [%] | vias up | wire length (um)
met5 | 0 | 0 | - | 0
met2 | 6.38 | 49 | 9 | 1020
met3 | 1.63 | 6.7 | 2 | 138
met4 | 0.573 | 0.49 | 0 | 10
met1 | 4.21 | 43 | 296 | 892
li1 | - | - | 308 | -
==> through the flow <==
stage / cells / utilization (%)
6_report: 201 / 18.2
5_1_grt: 201 / 18.2
4_1_cts: 201 / 18.2
3_5_place_dp: 197 / 17.2
3_3_place_gp: 197 / 17.2
2_1_floorplan: 76 / -
==> placed cells by master, fill, tap and decap left out, types with 2 or more instances in the layout <==
master           Yosys  layout
clkbuf_8             0       3
xnor2_1             16      16
nand4_1              4       4
inv_1                3       3
nand2_1              3       3
o31ai_1              2       2
clkdlybuf4s50_1      0      20
dfrtp_1             14      14
mux2_2              16      16
nor2_1               2       2
a21oi_1              2       2
dfstp_2              6       6
Power is estimated from default activity; no workload was simulated.
