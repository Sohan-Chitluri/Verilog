===== ./run.sh =====
#!/bin/bash
# OpenROAD 26Q1-2900-gdf79404cd8, Yosys 0.63+post, stock flow scripts
make -C /OpenROAD-flow-scripts/flow DESIGN_CONFIG=/design/flow/config.mk WORK_HOME=/design/flow/orfs finish

===== ./config.mk =====
export PLATFORM = sky130hd
export DESIGN_NAME = hvac
export DESIGN_NICKNAME = hvac
export VERILOG_FILES = /design/flow/design.v
export SDC_FILE = /design/flow/constraint.sdc
export NUM_CORES = 4
export LEC_CHECK = 1
export CORE_AREA = 10 10 70 70
export DIE_AREA = 0 0 80 80

===== ./constraint.sdc =====
current_design hvac

set clk_period 5.5
set clk_io_pct 0.2

create_clock -name clk0 -period $clk_period

set non_clock_inputs [all_inputs -no_clocks]
set_input_delay [expr $clk_period * $clk_io_pct] -clock clk0 $non_clock_inputs
set_output_delay [expr $clk_period * $clk_io_pct] -clock clk0 [all_outputs]

===== ./design.v =====
module hvac (
    input [7:0] dtemp,   
    input [7:0] atemp,   
    output reg [1:0] speed,   
    output reg heat,   
    output reg cool,   
    output reg idle    
);
    reg signed [7:0] dsigned;
    reg signed [7:0] asigned;
    reg signed [7:0] difference;
    always @ (dtemp, atemp) begin
        dsigned = dtemp;
        asigned = atemp;
        difference = asigned - dsigned;
        if (difference < -9) begin
            speed = 2'b11;
            heat = 1'b1;
            cool = 1'b0;
            idle = 1'b0;
        end
        else if (difference < -5) begin
            speed = 2'b10;
            heat = 1'b1;
            cool = 1'b0;
            idle = 1'b0;
        end
        else if (difference < -2) begin
            speed = 2'b01;
            heat = 1'b1;
            cool = 1'b0;
            idle = 1'b0;
        end
        else if (difference <= 2) begin
            speed = 2'b00;
            heat = 1'b0;
            cool = 1'b0;
            idle = 1'b1;
        end
        else if (difference <= 5) begin
            speed = 2'b01;
            heat = 1'b0;
            cool = 1'b1;
            idle = 1'b0;
        end
        else if (difference <= 9) begin
            speed = 2'b10;
            heat = 1'b0;
            cool = 1'b1;
            idle = 1'b0;
        end
        else begin
            speed = 2'b11;
            heat = 1'b0;
            cool = 1'b1;
            idle = 1'b0;
        end
    end
endmodule

==> results.txt <==
impl run done, here's what came out: First-pass DRT Iterations=3, number of global-route vias before repair=515, Post-Place Cells=136, setup violators final=0, IO Count=21, Crit path buffers/inverters=3, Seq cells=0, worst hold path class=input pin to primary output, Synth Area per Inst=6.93 µm², cell family with the largest share of critical-path delay=buffers and inverters, Layout Cells excl Fill=136, Die Height=80 µm, Max VDD drop=43.1 µV, first-pass GRT wire length=2.08 mm, Final Core Density=0.218, drt via density=3.76, cell type with the largest total area=ha_1, pwr/cell area=117 nW/µm², mux share=0.0236, Yosys cell types=27, adder-cell share of the synthesized area=0.225, Critical Path Most Common Cell=clkdlybuf4s50_1, Wirelength per Cell=8.79 µm, outcome=complete, no violations, Max-area cell share=0.183, area fraction in compound gates=0.275, Critical Path AT=3740 ps, Max transition margin=0.728, P_leak=0.000314 µW, Cell area leaders=ha_1 18%, xnor2_1 9.2%, nor2_1 8.6%, pin count of the biggest net entering global routing=7, CTS Hold Bufs=0, Die ar.=6400 µm², kind of critical path=input pin to primary output, PortBufs=21, Die W=80 µm, Critical Path Max Stage Delay=460 ps, tool warning count=32, final period utilization=0.880, # diodes=0, Post-Synthesis Cells=69, CP Data Required Time=4400 ps, Chip Area, Yosys=478 µm², Routed Wire Length=1.20 mm, number of clock-tree buffers in the layout=0, Max Freq=0.207 GHz, XORs/XNORs by Area=0.165, most common cell after layout, fill and taps aside=clkdlybuf4s50_1, min cycle time layout=4840 ps, Yosys Instances=69, RSZ-0062 raised after global routing=false, Fin Hold WS=3490 ps, Vias=512, register area share after synthesis=0, slowest CP cell=clkdlybuf4s50_1, Dominant comb cell=AND-OR/OR-AND gates, Post-DRT Antenna Nets=0, core footprint=3420 µm², Resize count post-CTS=0, Post-CTS Repair Setup Buffers=0, final weighted congestion in routability-driven placement=0.796, GR Overflow Total=0, simple share=0.233, most frequent cells in the layout=21 x clkdlybuf4s50_1, 11 x nor2_1, 10 x inv_1, Flop area=0 µm², Area growth syn-to-layout=56.0%, DRC=0, critical path endpoint category=primary output, dpl hpwl=1.09 mm, Sum Neg Setup Slack=0 ps, GRT Util Overall=0.0372, maxcap violations=0, CP max FO=5, share of layout cells above drive strength 1=0.0667, worst-path cell chain=clkdlybuf4s50_1 > inv_1 > ha_1 > o21ai_2 > a21oi_2 > or4_1 > a211o_1 > nor2_1 > mux2_1 > clkdlybuf4s50_1, Least-Margin Pin Slew=407 ps, Final Power=87.5 µW, initial antenna violation count=0, Critical Path Source Type=input pin, Slew Viols, Final=0, synthesized area=478 µm², Synthesis Warnings=1, # rows=21, Initial Util=0.140, Hold Violations, Final=0, DRT iter0 DRCs=11
==> where the power goes <==
part / internal (µW) / switching, µW / leakage [µW]
Clock: 0 / 0 / 0
Combinational: 46.6 / 40.9 / 0.000314
Sequential: 0 / 0 / 0
Total: 46.6 / 40.9 / 0.000314
==> final cells by class <==
cell class                 instances  area (µm²)
tap                               46        57.6
multi-input combinational         59         440
timing repair buffer              21         210
inverter                          10        37.5
fill                             388        2670
==> path summary, 6_finish.rpt <==
| kind | cells past startpoint | startpoint | to | slack [ps] |
|---|---|---|---|---|
| max | 10 | dtemp[2] | idle | 660 |
| min | 5 | dtemp[7] | cool | 3490 |
==> kinds of logic (layout without fill, tap and decap cells) <==
family	count (synthesis)	in the layout
adder cells (fa/ha/maj)	8	8
buffers and inverters	10	31
XOR/XNOR	9	9
AND/OR/NAND/NOR	23	23
multiplexers	1	1
AND-OR/OR-AND	18	18
==> stage by stage <==
step,area [µm²],setup WS [ps]
4_1_cts,746,639
3_5_place_dp,746,655
3_3_place_gp,746,661
6_report,746,660
2_1_floorplan,478,1750
5_1_grt,746,480
==> cell usage after synthesis (2+ instances only) <==
master,count
nand2b_1,2
xnor2_1,5
nor2_1,11
xor2_1,4
a21oi_1,5
nor3_1,2
ha_1,7
inv_1,10
o21ai_0,3
nand2_1,3
==> layer usage <==
metal	vias up	share of wire	track usage	wire, µm
met2	11	0.46	0.0690	552
met1	218	0.50	0.0471	600
met4	0	0	0	0
met5	-	0	0	0
met3	0	0.037	0.00455	44
li1	283	-	-	-
Power figures rest on the tool's default switching activity, not on a simulated workload.
